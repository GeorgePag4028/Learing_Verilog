File: /design/flow/run.sh
#!/bin/bash
# OpenROAD 26Q1-2900-gdf79404cd8, Yosys 0.63+post, stock flow scripts
make -C /OpenROAD-flow-scripts/flow DESIGN_CONFIG=/design/flow/config.mk WORK_HOME=/design/flow/orfs finish
File: /design/flow/config.mk
export PLATFORM = sky130hd
export DESIGN_NAME = mac
export DESIGN_NICKNAME = mac
export VERILOG_FILES = /design/flow/design.v
export SDC_FILE = /design/flow/constraint.sdc
export NUM_CORES = 4
export LEC_CHECK = 1
export CORE_UTILIZATION = 40
File: /design/flow/constraint.sdc
current_design mac

set clk_period 5.5
set clk_io_pct 0.2

create_clock -name clk0 -period $clk_period [get_ports {clock}]

set non_clock_inputs [all_inputs -no_clocks]
set_input_delay [expr $clk_period * $clk_io_pct] -clock clk0 $non_clock_inputs
set_output_delay [expr $clk_period * $clk_io_pct] -clock clk0 [all_outputs]
File: /design/flow/design.v
module mac #(parameter data_width = 8)(
  input clock,
  input reset,
  input [data_width-1:0] rom_out,
  input [data_width-1:0] ram_out,
  input mac_init,
  output reg [data_width*2+2:0] y,
  output reg valid_out
); 
reg [data_width*2+2:0] y_temp;
reg [2:0] counter;
initial begin counter = 0; y_temp = 0; end
assign y = y_temp;
always@(posedge clock or posedge reset) begin
  if (reset == 1) y_temp <= 0; 
  else begin 
    if(mac_init == 1) y_temp <= {3'b000,rom_out*ram_out};
    else y_temp <= {y_temp + rom_out*ram_out};
  end
end
always@(posedge clock or posedge reset) begin
  if (reset == 1) valid_out <= 0;  
  else begin 
    if (mac_init == 1 && counter != 6) begin counter <= 0; valid_out <= 0; end 
    else if (mac_init == 0 && counter == 6) begin counter <= 0; valid_out <= 1; end
    else if (mac_init == 1 && counter == 6) begin counter <= 0; valid_out <= 1; end
    else begin counter <= counter + 1; valid_out <= 0; end 
  end
end
endmodule
==> metrics.csv <==
stage,metric,value,unit
outcome,outcome,finished clean,
floorplanning,core_area,0.00977,mm²
yosys,postSynthSeqShare,14.7,%
cts,clock_sinks,23,
critical_path,critPathRequiredTime,5.66,ns
detailed_routing,viasPerCell,4.35,
grt,first_global_vias,3089,
grt,track_usage,18.3,%
cts,clkLatencyLatePin,0.27,ns
grt,antenna_found_initial,0,
detailed_routing,drc,0,
min_path,hold_class,register to register,
yosys,synth_cells,451,
floorplanning,io_pins,39,
pwr,total_power,2.72,mW
detailed_routing,wl_met1,4.08,mm
placed_design,port-buffer-count,38,
timing,hold_viol,0,
critical_path,critPathMaxFanout,4,
yosys,ys_cells,451,
timing,drv_slew,0,
detailed_routing,wl_met2,3.63,mm
detailed_routing,wl_per_cell,11.7,µm
timing,worst_hold_slack,0.539,ns
yosys,synth.most_common_cell,inv_1,
grt,grt-ovfl-total,0,
critical_path,worst-setup-path-type,primary input to register,
critical_path,end_kind,register,
yosys,edf_count,3,
detailed_routing,vias,2952,
layout,area_delta_synth_final,24.4,%
detailed_routing,top_layer,met4,
yosys,synth_chip_area,0.00403,mm²
timing,grt_setup_unrepaired,false,
yosys,top_cells_by_count,"inv_1 (131), fa_1 (59), ha_1 (56)",
cts,numCtsBuffers,3,
layout,final_cell_area,0.00501,mm²
detailed_routing,diodes,0,
cts,htree_levels,1,
yosys,top_area_cell,fa_1,
grt,grt_pass1_wl,14.3,mm
job,maxCapViolations,0,
detailed_routing,drt-total-wl,7.94,mm
critical_path,cp-start-kind,primary input,
critical_path,arrival,5.47,ns
timing,slew_headroom,79.0,%
placed_design,routabilityCongestion,0.868,
timing,tightest_slew,0.315,ns
yosys,syn-cell-area,0.00403,mm²
cts,clockBufferDepth,2,
layout,layout.cells.non_filler,678,
yosys,synth.avg_cell_area,8.93,µm²
timing,fin_crit,5.31,ns
floorplanning,chip_area,0.0105,mm²
floorplanning,fp_util,41.2,%
yosys,ys.flops,23,
timing,min_period_over_period,96.6,%
detailed_routing,drt_iter0_markers,51,
cts,cts.clk_slew.worst_paths,0.09,ns
cts,root_buffer,clkbuf_8,
grt,grt_max_degree,29,
yosys,yosys_warnings,2,
yosys,ys_async_sr_fraction,87.0,%
timing,finalSetupViolCount,0,
placed_design,hpwl,7.04,mm
layout,drive_above_1_share,14.1,%
layout,num-fill-cells,892,
timing,finalClockSkew,0.00368,ns
floorplanning,rows,36,
yosys,ys_types,37,
pwr,ir_worst_vdd,0.000280,V
placed_design,place_inst,673,
cts,tritoncts,done,
yosys,synth-main-ff-cell,dfrtp_1,
timing,max_clock_freq,188,MHz
placed_design,post_dp_cell_area,0.00497,mm²
detailed_routing,drt_pass1_iterations,4,
yosys,synthTopCellsByArea,"fa_1 (29%), ha_1 (17%), dfrtp_1 (12%)",
yosys,netlist.area_leader.share,29.3,%
floorplanning,die_height,102,µm
detailed_routing,drtAntennaViolNets,0,
pwr,p_leak,2.74,nW
detailed_routing,dr_wl_met3,186,µm
floorplanning,fp.dieW,102,µm
pwr,power_density,543,mW/mm²
layout,fin_util,51.3,%
job,warnings,27,
[state kept, by name (all words and copies together) (netlist names)]
signal     flops
y_temp        19
counter        3
valid_out      1
[report_power, final]
group | internal [mW] | switching (mW) | leakage (nW) | total (mW)
sequential | 0.239 | 0.0360 | 0.283 | 0.275
combinational | 1.23 | 1.10 | 2.43 | 2.34
clock | 0.0518 | 0.0590 | 0.0228 | 0.111
[layout make-up]
class,count,area [µm²],share of cell area [%]
well taps,133,166,3.32
flip-flops and latches,23,591,11.8
repair buffers,93,774,15.5
inverters,131,492,9.82
multi-input cells,294,2940,58.7
clock buffers,4,45.0,0.899
[final timing paths]
path | slack (ns) | start | cells after the start | to
max | 0.19 | rom_out[3] | 15 | y_temp[18]$_DFF_PP0_
min | 0.54 | counter[2]$_SDFFCE_PP0N_ | 1 | valid_out$_DFF_PP0_
max reg2reg | 1.08 | y_temp[7]$_DFF_PP0_ | 15 | y_temp[18]$_DFF_PP0_
min reg2reg | 0.54 | counter[2]$_SDFFCE_PP0N_ | 1 | valid_out$_DFF_PP0_
max in group asynchronous | 4.10 | reset | 3 | y_temp[8]$_DFF_PP0_
min in group asynchronous | 1.17 | reset | 3 | y_temp[0]$_DFF_PP0_
[critical path, stage by stage]
cell,delay (ns)
dlygate4sd2_1,0.27
and2_1,0.18
fa_1,0.56
fa_1,0.44
fa_1,0.54
inv_1,0.06
fa_1,0.53
inv_1,0.04
ha_1,0.29
and3_1,0.19
and3_4,0.18
o31a_1,0.28
a311o_1,0.30
o22ai_1,0.16
mux2_2,0.34
[layer usage]
metal  global-route usage [%]  up-vias
met2                     28.5       32
met4                     1.32        0
met1                     30.8     1377
li1                         -     1541
met3                     1.32        2
met5                        0        -
[kinds of logic after synthesis]
kind of cell	synth area share, %
AOI/OAI and AO/OA	5.90
adders and majority gates	46.7
muxes	2.49
DFF	14.7
buffers and inverters	12.5
and+or+nand+nor	14.3
xor gates and xnor gates	3.48
[per-stage QoR]
stage          setup TNS [ns]  setup slack (ns)
4_1_cts                     0            0.0289
3_3_place_gp            -2.67            -0.539
2_1_floorplan               0             0.118
6_report                    0             0.189
5_1_grt                     0           0.00500
3_5_place_dp            -2.53            -0.551
[cells in the final DEF, fill, tap and decap left out, drive strengths merged, types with 2 or more instances in the layout]
master	instances
a21boi	2
a21o	6
a21oi	13
a31oi	2
and2	33
and3	3
buf	55
clkbuf	6
clkdlybuf4s15	4
clkdlybuf4s50	22
dfrtp	20
dlygate4sd2	9
edfxtp	3
fa	59
ha	56
inv	131
mux2	8
nand2	41
nand2b	4
nand3	2
nor2	20
nor2b	6
nor3	3
o21ai	8
or2	2
xnor2	13
xor2	3
[what timing repair did]
action	in CTS	in global routing
hold endpoints to repair	0	0
hold buffers	0	0
gates resized	19	9
setup endpoints to repair	6	5
buffers inserted	1	0
pin swaps	8	1
Power and IR drop assume default switching activity.
