$ cat /design/flow/design.v
module adder(
  input a, 
  input b, 
  input cin, 
  output reg carry, 
  output reg sum 
);
reg [1:0] s1;
always@(a,b,cin) begin 
  s1 = {1'b0,a} + {1'b0,b} + {1'b0,cin};
end
assign carry = s1[1];
assign sum   = s1[0];
endmodule
module mult (
  input clock,
  input [3:0] a,
  input [3:0] b,
  output reg [7:0] S
);
reg [3:0] s0, s1, s2, s3, s0_help_1, s0_help_2, s0_help_3, s1_help_1, s1_help_2, s1_help_3, s1_help_4;
reg [3:0] s2_help_1, s2_help_2, s2_help_3, s3_help_1, s3_help_2, s3_help_3, s3_help_4;
reg [7:0] c_temp;
reg [5:0] sum1_temp, carry1_temp, sum2_temp, carry2_temp;
reg [2:0] c1_var, c2_var;
reg [4:0] c_var;
reg [5:0] s1_var, s2_var, s1_var_1, s1_var_2, s2_var_1, s2_var_2, s2_var_3, s2_var_4, s2_var_5, s1_var_3;
reg [6:0] teliko_1, teliko_2, teliko_3, teliko_4, teliko_5, teliko_6;
always@(b)begin 
  if(b[3] == 0) begin 
    s3 <= 0;
  end else begin
    s3 <= a;
  end
  if(b[2] == 0) begin 
    s2 <= 0;
  end else begin
    s2 <= a;
  end
  if(b[1] == 0) begin 
    s1 <= 0;
  end else begin
    s1 <= a;
  end
  if(b[0] == 0) begin 
    s0 <= 0;
  end else begin
    s0 <= a;
  end
end 
always@(posedge clock)begin 
  c1_var[0] <= carry1_temp[0];
  c1_var[1] <= carry1_temp[1];
  c1_var[2] <= carry1_temp[2];
  c2_var[0] <= carry2_temp[0];
  c2_var[1] <= carry2_temp[1];
  c2_var[2] <= carry2_temp[2];
  c_var[0] <= c_temp[0];
  c_var[1] <= c_temp[1];
  c_var[2] <= c_temp[2];
  c_var[3] <= c_temp[3];
  c_var[4] <= c_temp[4];
  s1_var[0] <= sum1_temp[0];
  s1_var[1] <= sum1_temp[1];
  s1_var_1[0] <= s1_var[0];
  s1_var_2[0] <= s1_var_1[0];
  s1_var_1[1] <= s1_var[1];
  s1_var_2[1] <= s1_var_1[1];
  s1_var[2] <= sum1_temp[2];
  s1_var_1[2] <= s1_var[2];
  s1_var_2[2] <= s1_var_1[2];
  s1_var[3] <= sum1_temp[3];
  s1_var_1[3] <= s1_var[3];
  s1_var_2[3] <= s1_var_1[3];
  s1_var[4] <= sum1_temp[4];
  s1_var_1[4] <= s1_var[4];
  s1_var_2[4] <= s1_var_1[4];
  s1_var[5] <= sum1_temp[5];
  s1_var_1[5] <= s1_var[5];
  s1_var_2[5] <= s1_var_1[5];
  s1_var_3[5] <= s1_var_2[5];
  s2_var[0] <= sum2_temp[0];
  s2_var[1] <= sum2_temp[1];
  s2_var_1[0] <= s2_var[0];
  s2_var_2[0] <= s2_var_1[0];
  s2_var_3[0] <= s2_var_2[0];
  s2_var_1[1] <= s2_var[1];
  s2_var_2[1] <= s2_var_1[1];
  s2_var_3[1] <= s2_var_2[1];
  s2_var_4[1]<= s2_var_3[1];
  s2_var[2] <= sum2_temp[2];
  s2_var_1[2] <= s2_var[2];
  s2_var_2[2] <= s2_var_1[2];
  s2_var_3[2] <= s2_var_2[2];
  s2_var_4[2] <= s2_var_3[2];
  s2_var[3] <= sum2_temp[3];
  s2_var_1[3] <= s2_var[3];
  s2_var_2[3] <= s2_var_1[3];
  s2_var_3[3] <= s2_var_2[3];
  s2_var_4[3] <= s2_var_3[3];
  s2_var[4] <= sum2_temp[4];
  s2_var_1[4] <= s2_var[4];
  s2_var_2[4] <= s2_var_1[4];
  s2_var_3[4] <= s2_var_2[4];
  s2_var_4[4] <= s2_var_3[4];
  s2_var[5] <= sum2_temp[5];
  s2_var_1[5] <= s2_var[5];
  s2_var_2[5] <= s2_var_1[5];
  s2_var_3[5] <= s2_var_2[5];
  s2_var_4[5] <= s2_var_3[5];
  s2_var_5[5] <= s2_var_4[5];
  s0_help_1 <= s0;
  s0_help_2 <= s0_help_1; 
  s0_help_3 <= s0_help_2;
  s1_help_1 <= s1;
  s1_help_2 <= s1_help_1; 
  s1_help_3 <= s1_help_2;
  s1_help_4 <= s1_help_3;
  s2_help_1 <= s2;
  s2_help_2 <= s2_help_1; 
  s2_help_3 <= s2_help_2;
  s3_help_1 <= s3;
  s3_help_2 <= s3_help_1; 
  s3_help_3 <= s3_help_2;
  s3_help_4 <= s3_help_3;
  S[6] <= teliko_1[6];
  teliko_1[5]<= teliko_2[5];
  S[5] <= teliko_1[5];
  teliko_2[4]<= teliko_3[4];
  teliko_1[4]<= teliko_2[4];
  S[4] <= teliko_1[4];
  teliko_3[3]<= teliko_4[3];
  teliko_2[3]<= teliko_3[3];
  teliko_1[3]<= teliko_2[3];
  S[3] <= teliko_1[3];
  teliko_4[2]<= teliko_5[2];
  teliko_3[2]<= teliko_4[2];
  teliko_2[2]<= teliko_3[2];
  teliko_1[2]<= teliko_2[2];
  S[2] <= teliko_1[2];
  teliko_6[0]<= s1_var_2[0];
  teliko_5[0] <= teliko_6[0];
  teliko_4[0]<= teliko_5[0];
  teliko_3[0]<= teliko_4[0];
  teliko_2[0]<= teliko_3[0];
  S[0]<= teliko_2[0];
  teliko_5[1]<= s1_var_2[1];
  teliko_4[1]<= teliko_5[1];
  teliko_3[1]<= teliko_4[1];
  teliko_2[1]<= teliko_3[1];
  teliko_1[1]<= teliko_2[1];
  S[1] <= teliko_1[1];
end 
assign sum1_temp[0] = s0[0];
assign sum2_temp[0] = s2[0];
adder fa1(.a(s0[1]),.b(s1[0]),.cin(1'b0),.sum(sum1_temp[1]),.carry(carry1_temp[0]));
adder fa2(.a(s0_help_1[2]),.b(s1_help_1[1]),.cin(c1_var[0]),.sum(sum1_temp[2]),.carry(carry1_temp[1]));
adder fa3(.a(s0_help_2[3]),.b(s1_help_2[2]),.cin(c1_var[1]),.sum(sum1_temp[3]),.carry(carry1_temp[2]));
adder fa4(.a(1'b0),.b(s1_help_3[3]),.cin(c1_var[2]),.sum(sum1_temp[4]),.carry(sum1_temp[5]));
adder fa5(.a(s2[1]),.b(s3[0]),.cin(1'b0),.sum(sum2_temp[1]),.carry(carry2_temp[0]));
adder fa6(.a(s2_help_1[2]),.b(s3_help_1[1]),.cin(c2_var[0]),.sum(sum2_temp[2]),.carry(carry2_temp[1]));
adder fa7(.a(s2_help_2[3]),.b(s3_help_2[2]),.cin(c2_var[1]),.sum(sum2_temp[3]),.carry(carry2_temp[2]));
adder fa8(.a(1'b0),.b(s3_help_3[3]),.cin(c2_var[2]),.sum(sum2_temp[4]),.carry(sum2_temp[5]));
adder fa9(.a(s1_var_2[2]),.b(s2_var_3[0]),.cin(1'b0),.sum(teliko_5[2]),.carry(c_temp[0])); 
adder fa10(.a( s1_var_2[3]),.b(s2_var_4[1]),.cin(c_var[0]),.sum(teliko_4[3]),.carry(c_temp[1])); 
adder fa11(.a(s1_var_2[4]),.b(s2_var_4[2]),.cin(c_var[1]),.sum(teliko_3[4]),.carry(c_temp[2])); 
adder fa12(.a(s1_var_3[5]),.b(s2_var_4[3]),.cin(c_var[2]),.sum(teliko_2[5]),.carry(c_temp[3])); 
adder fa13(.a(1'b0),.b(s2_var_4[4]),.cin(c_var[3]),.sum(teliko_1[6]),.carry(c_temp[4])); 
adder fa14(.a(1'b0),.b(s2_var_5[5]),.cin(c_var[4]),.sum(S[7]),.carry(c_temp[5])); 
endmodule
$ cat /design/flow/constraint.sdc
current_design mult

set clk_period 1.6
set clk_io_pct 0.2

create_clock -name clk0 -period $clk_period [get_ports {clock}]

set non_clock_inputs [all_inputs -no_clocks]
set_input_delay [expr $clk_period * $clk_io_pct] -clock clk0 $non_clock_inputs
set_output_delay [expr $clk_period * $clk_io_pct] -clock clk0 [all_outputs]
$ cat /design/flow/config.mk
export PLATFORM = sky130hd
export DESIGN_NAME = mult
export DESIGN_NICKNAME = mult
export VERILOG_FILES = /design/flow/design.v
export SDC_FILE = /design/flow/constraint.sdc
export NUM_CORES = 4
export LEC_CHECK = 1
export CORE_UTILIZATION = 40
$ cat /design/flow/run.sh
#!/bin/bash
# OpenROAD 26Q1-2900-gdf79404cd8, Yosys 0.63+post, stock flow scripts
make -C /OpenROAD-flow-scripts/flow DESIGN_CONFIG=/design/flow/config.mk WORK_HOME=/design/flow/orfs finish
==> flow_summary.json <==
{
  "vias_per_cell": 3.56,
  "flop_cell": "dfxtp_1",
  "root_buffer": "clkbuf_8",
  "grt_overflow": 0,
  "crit_path_end_kind": "output pin",
  "wire_per_inst_um": 7.71,
  "vias": 861,
  "ys_sh_xor_pct": 0.360,
  "fmax_ghz": 0.703,
  "initial_utilization_pct": 41.3,
  "crit_buf_inv": 1,
  "chip_area_mm2": 0.00640,
  "max_stage_delay_ps": 450,
  "outcome": "finished, final reports clean",
  "cts_buffers": 9,
  "grt_pass1_vias": 809,
  "insertedDiodeCount": 0,
  "portBuffers": 16,
  "first_pass_iters": 2,
  "core_mm2": 0.00589,
  "cp_top_family": "buffers and inverters",
  "finalHoldViolCount": 0,
  "top_cell_area_share_pct": 86.4,
  "syn_avg_cell_area_um2": 17.9,
  "cp_data_arrival_time_ps": 1100,
  "p_total_uw": 4460,
  "grtUsageTotal_pct": 7.28,
  "yosysMostFrequentCell": "dfxtp_1",
  "cts_resized": 3,
  "ctsHoldBuffers": 0,
  "dpl.hpwl_um": 1120,
  "critPathMaxFanout": 1,
  "setup_viol": 0,
  "cts_tree": "built",
  "cts.reportedPaths.clkPinSlew_ps": 80,
  "ys_cells": 136,
  "synth.distinct_cells": 6,
  "fill_cells": 484,
  "cts_sinks": 105,
  "cts_max_level": 3,
  "p_leak_uw": 0.00121,
  "routed_wl_um": 1870,
  "cts_setup_buffers": 0,
  "async_flop_share_pct": 0,
  "cp_cell_sequence": "clkdlybuf4s50_1",
  "power.density_mw_per_mm2": 1560,
  "ys_sh_mux_pct": 0,
  "worstMarginPinSlew_ps": 114,
  "clk_latency_ps": 340,
  "ys_sh_adder_pct": 8.84,
  "min_path_type": "flop to flop",
  "log.warning_count": 25,
  "yosys-stat-area_mm2": 0.00243,
  "final-comb-area_um2": 324,
  "max_cap_violations": 0,
  "topCombFamilyByArea": "adder cells",
  "flop_area_mm2": 0.00210,
  "synthAoiAreaFrac_pct": 0,
  "synth-edff-count": 0,
  "drc": 0,
  "antenna_found_initial": 0,
  "syn-cell-area_mm2": 0.00243,
  "die_x_um": 80,
  "grt_setup_unrepaired": "false",
  "maxSlewViolCount": 0,
  "clock_skew_ps": 4.37,
  "areaGrowthSynthToFinish_pct": 17.3,
  "simple_gate_share_pct": 4.11,
  "worstSetupPathType": "flop to output pin",
  "crit_required_ps": 1280,
  "yosys.area.top_type": "dfxtp_1",
  "post-route-min-period_ps": 1420,
  "die_h_um": 80,
  "rows": 28,
  "postSynthSeqShare_pct": 86.4,
  "routabilityCongestion": 0.719,
  "synthCells": 136,
  "slew_headroom_pct": 92.4,
  "ys_warn_count": 6,
  "cp-start-kind": "flop",
  "fin_setup_tns_ps": 0,
  "ant_nets": 0,
  "area_leaders": "dfxtp_1, fa_1, and2_1, ha_1, xor2_1",
  "drive_gt1_share_pct": 9.58,
  "drt-initial-drc-count": 20,
  "post-route-period-util_pct": 88.9,
  "io_pins": 17,
  "ys_ff": 105,
  "slowest_stage": "clkdlybuf4s50_1",
  "ir_drop_mv": 0.841,
  "grt_max_degree": 16,
  "common_cells": "dfxtp_1, and2_1, fa_1",
  "clk_path_buf_depth": 2,
  "grt_pass1_wl_um": 3340
}
## cell usage in the layout, fill, tap and decap left out, drive strengths merged
cell type and n:
xor2 1, clkdlybuf4s50 15, fa 7, clkinv 3, and2 16, dlygate4sd2 1, dfxtp 105, ha 6
clkbuf 13
## power by group
part | total (µW) | internal, µW | leakage, µW | switching [µW]
Clock | 1380 | 644 | 0.0000932 | 733
Sequential | 2950 | 2890 | 0.000876 | 64.3
Combinational | 133 | 104 | 0.000242 | 28.3
## metal layers
layer	track usage [%]	vias up	share of wire (%)
li1	-	471	-
met1	9.68	359	46
met2	10.2	27	42
met3	4.87	4	10
met4	1.61	0	2.0
met5	0	-	0
## sequential cells by signal, indices dropped and copies added, names as in the netlist, 4 cells and up
name / count
S: 7
s1_var: 6
s1_var_1: 6
s1_var_2: 6
s2_var: 6
s2_var_2: 6
s2_var_3: 6
c_var: 5
s2_var_1: 5
s2_var_4: 5
teliko_1: 5
teliko_2: 5
teliko_3: 4
## metrics by stage
stage	hold slack, ps	setup slack [ps]	std cells	util (%)	cell area [µm²]
detailed placement	312	252	226	45.5	2680
floorplan	310	729	136	-	2430
global route	337	102	242	48.5	2860
CTS	327	144	242	48.5	2860
global placement	310	293	226	45.5	2680
finish	326	177	242	48.5	2860
## logic make-up (layout without fill, tap and decap cells)
family                     count (synthesis)  after routing
buffers and inverters                      1             32
xor gates and xnor gates                   1              1
and+or+nand+nor                           16             16
DFF                                      105            105
adders and majority gates                 13             13
## cell type report
class	instances	share of cell area, %
clock buffer	13	5.57
clock inverter	3	0.526
multi-input combinational	30	11.3
sequential	105	73.7
tap	75	3.29
timing repair buffer	16	5.57
## path summary, 6_finish.rpt
check                    start             endpoint  slack (ps)  depth (start not counted)
max               S[1]$_DFF_P_                 S[1]         180                          1
min          s2_var[4]$_DFF_P_  s2_var_1[4]$_DFF_P_         330                          0
max reg2reg   c_var[2]$_DFF_P_  teliko_1[5]$_DFF_P_         690                          1
min reg2reg  s2_var[4]$_DFF_P_  s2_var_1[4]$_DFF_P_         330                          0
Power figures rest on the tool's default switching activity, not on a simulated workload.
