### flow/run.sh
#!/bin/bash
# OpenROAD 26Q1-2900-gdf79404cd8, Yosys 0.63+post, stock flow scripts
make -C /OpenROAD-flow-scripts/flow DESIGN_CONFIG=/design/flow/config.mk WORK_HOME=/design/flow/orfs finish
### flow/config.mk
export PLATFORM = sky130hd
export DESIGN_NAME = rom
export DESIGN_NICKNAME = rom
export VERILOG_FILES = /design/flow/design.v
export SDC_FILE = /design/flow/constraint.sdc
export NUM_CORES = 4
export LEC_CHECK = 1
export CORE_AREA = 10 10 70 70
export DIE_AREA = 0 0 80 80
### flow/constraint.sdc
current_design rom

set clk_period 1.3
set clk_io_pct 0.2

create_clock -name clk0 -period $clk_period [get_ports {clock}]

set non_clock_inputs [all_inputs -no_clocks]
set_input_delay [expr $clk_period * $clk_io_pct] -clock clk0 $non_clock_inputs
set_output_delay [expr $clk_period * $clk_io_pct] -clock clk0 [all_outputs]
### flow/design.v
module rom #(parameter coeff_width =8)(
  input clock,
  input en,
  input [2:0] addr,
  output reg [coeff_width-1:0] rom_out
);
reg [coeff_width-1:0] rom [0:7] ; 
reg [coeff_width-1:0] rdata;
initial begin
  rom[0] = 8'b00001000; 
  rom[1] = 8'b00000111;
  rom[2] = 8'b00000110; 
  rom[3] = 8'b00000101; 
  rom[4] = 8'b00000100; 
  rom[5] = 8'b00000011; 
  rom[6] = 8'b00000010;
  rom[7] = 8'b00000001;
end
assign rdata = rom[addr];
always@(posedge clock) begin 
  if (en == 1) rom_out <= rdata;
  else rom_out <= 0;
end 
endmodule
==> results.sh <==
# flow metrics
export IMPL_syn_to_final_growth_pct=84.1
export IMPL_cts_resized_gates=0
export IMPL_yosys_stat_seqShare_pct=42.4
export IMPL_seq_area_sq_um=80.1
export IMPL_drv_cap=0
export IMPL_critical_path_buf_inv_count=1
export IMPL_use_met3_pct=3.07
export IMPL_ant_nets=0
export IMPL_drt_iter0_markers=18
export IMPL_cts_sinks=4
export IMPL_numCtsBuffers=3
export IMPL_outcome="finished, final reports clean"
export IMPL_largestRegisters="rom_out (4)"
export IMPL_critPathKind="reg -> out"
export IMPL_overflow=0
export IMPL_comb_area_sq_um=82.6
export IMPL_final_setup_tns_ps=0
export IMPL_slowest_stage="clkdlybuf4s50_1"
export IMPL_ys_area_sq_um=189
export IMPL_grt_pass1_vias=177
export IMPL_pwr_share_comb_pct=13.8
export IMPL_die_w_um=80
export IMPL_period_needed_ps=1250
export IMPL_crit_chain="clkdlybuf4s50_1"
export IMPL_initial_core_util_pct=5.53
export IMPL_final_cell_mix="7 x clkdlybuf4s50_1, 4 x conb_1, 4 x dfxtp_1, 3 x clkbuf_4"
export IMPL_final_area_sq_um=348
export IMPL_top_usage_layer="met3"
export IMPL_ys_types=10
export IMPL_grt_start_max_net_pins=5
export IMPL_final_layout_size_suffix_gt1_share_pct=19.4
export IMPL_switchingPower_mw=0.0619
export IMPL_p_leak_nw=0.153
export IMPL_cts_hold_buf=0
export IMPL_grt_first_pass_wirelength_um=779
export IMPL_hp_start="addr[1]"
export IMPL_vias=148
export IMPL_placed_cell_area_sq_um=323
export IMPL_coreArea_sq_mm=0.00342
export IMPL_clkTransAtPathRegs_ps=40
export IMPL_grtUsageMet2_pct=1.61
export IMPL_avgSynthCellArea_sq_um=9.94
export IMPL_routed_wl_um=522
export IMPL_intPower_mw=0.265
export IMPL_h_tree_depth=1
export IMPL_clockPowerShare_pct=45.9
export IMPL_swShare_pct=18.9
export IMPL_port_buffers=8
export IMPL_cp_max_fo=1
export IMPL_crit_arrival_ps=990
export IMPL_antenna_found_initial=0
export IMPL_crit_path_start_kind="register"
export IMPL_cts_buffer_depth=2
export IMPL_critPathTopFamily="buffers and inverters"
export IMPL_chip_area_sq_mm=0.00640
export IMPL_total_power_mw=0.327
export IMPL_io_pins=13
export IMPL_ys_cells=19
export IMPL_num_antenna_cells=0
export IMPL_vdd_ir_drop_max_mv=0.177
export IMPL_largest_reg_flops=4
export IMPL_report_final_setup_viol=0
export IMPL_final_common_cell="clkdlybuf4s50_1"
export IMPL_hold_end="rom_out[3]"
export IMPL_drt_first_pass_iters=3
export IMPL_synthCells=19
export IMPL_tritoncts="yes"
export IMPL_yosysWarnings=2
export IMPL_grt_total_usage_pct=1.62
export IMPL_timing_hold_violations_final=0
export IMPL_report_final_slew_viol_count=0
export IMPL_rsz0062_at_grt="false"
export IMPL_hold_class="in -> reg"
export IMPL_gr_usage_met1_pct=1.34
export IMPL_slowest_delay_ps=470
export IMPL_syn_area_sq_um=189
export IMPL_fp_row_count=21
export IMPL_endpoint_kind="primary output"
export IMPL_p_seq_share_pct=40.3
export IMPL_regMostFlops="rom_out"
export IMPL_post_cts_setup_buffer_count=0
export IMPL_min_path_cells=2
export IMPL_via_per_inst=1.92
export IMPL_drc=0
export IMPL_hold_ws_ps=629
export IMPL_final_fill_count=401
export IMPL_die_h_um=80
export IMPL_fmax_mhz=798
export IMPL_wire_per_inst_um=6.78
export IMPL_ys_ff=4
export IMPL_warnings=26
export IMPL_cp_data_required_time_ps=1040
export IMPL_powerDensity_mw_per_mm2=940
export IMPL_fin_crit_sh_pct=96.4
export IMPL_cts_root_buf="clkbuf_4"
export IMPL_gp_congestion=0.678
power groups by stage:
stage / Sequential (mW) / Clock, mW / Combinational [mW]
after CTS: 0.132 / 0.162 / 0.0472
after global routing: 0.132 / 0.171 / 0.0503
final: 0.132 / 0.150 / 0.0451
metrics by stage:
stage | std cells | util [%] | worst slack [ps]
after floorplan | 22 | - | 444
after global placement | 74 | 9.45 | -67.1
after detailed placement | 74 | 9.45 | -117
after CTS | 77 | 10.1 | 35.6
after global routing | 77 | 10.2 | 5.56
final | 77 | 10.2 | 46.7
metal layers:
metal / routed length, um / vias up / part of all wire [%]
li1: - / 74 / -
met1: 166 / 64 / 32
met2: 169 / 10 / 32
met3: 185 / 0 / 35
met4: 0 / 0 / 0
met5: 0 / - / 0
worst max path at each step:
stage / startpoint / end / slack (ps) / cells after the start
after global routing: rom_out[3] / rom_out[3] / 6 / 1
after CTS: rom_out[0] / rom_out[0] / 40 / 1
final: rom_out[0] / rom_out[0] / 50 / 1
kinds of logic after synthesis:
logic type | count (synthesis) | share of synthesized area (%)
DFF | 4 | 42.4
adders and majority gates | 2 | 13.2
and+or+nand+nor | 5 | 16.6
buffers and inverters | 6 | 19.9
AOI/OAI and AO/OA | 1 | 5.96
other | 1 | 1.98
layout make-up:
cell class	instances	area share, %
tap	46	16.5
timing repair buffer	10	28.1
clock buffer	3	6.47
inverter	2	2.16
multi-input combinational	12	23.7
sequential	4	23.0
synth_stat cells:
cell type | number | area share (%)
buf_4 | 4 | 16
inv_1 | 2 | 4.0
nand2_1 | 1 | 2.0
conb_1 | 1 | 2.0
nor4b_1 | 1 | 4.6
dfxtp_1 | 4 | 42
or2_1 | 1 | 3.3
ha_1 | 2 | 13
a21boi_2 | 1 | 6.0
and2_1 | 2 | 6.6
No activity file was given, so power comes from the tool's default toggle rates.
